**flow/design.v**
```verilog
module clock_domain_crossing #(width=32) (
    input   wire                in_destination_clock,
    input   wire    [width-1:0] in_data,
    output  reg     [width-1:0] ou_data
);
    reg [width-1:0] crossing_data;
    always @(posedge in_destination_clock) begin
        crossing_data <= in_data;
        ou_data <= crossing_data;
    end
endmodule
module bram_128x32 (
    input   wire            clk,
    input   wire            in_wren,
    input   wire    [31:0]  in_data,
    input   wire    [6:0]   in_wr_addr,
    input   wire    [6:0]   in_rd_addr,
    output  wire    [31:0]  ou_data
);
    (* ram_style = "block", cascade_height = 1 *)
    reg     [31:0]  mem     [127:0];
    always @(posedge clk) begin
        if (in_wren)
            mem[in_wr_addr] <= in_data;
    end
    assign ou_data = mem[in_wr_addr];
endmodule
module frame_reader #(width=32) (
    input   wire                clk_100,
    input   wire                clk_10,
    input   wire                in_fifo1_wren,
    output  wire                ou_fifo1_full,
    input   wire    [width-1:0] in_fifo1_data,
    input   wire                in_fifo1_open,
    input   wire                in_fifo2_wren,
    output  wire                ou_fifo2_full,
    input   wire    [width-1:0] in_fifo2_data,
    input   wire                in_fifo2_open,
    input   wire                in_afifo_open,   
    input   wire                in_frame_ready,
    output  wire                ou_frame_valid,
    output  wire                ou_frame_last,
    output  wire    [width-1:0] ou_frame1_data,
    output  wire    [width-1:0] ou_frame2_data
);
    wire    reset_fifo1, reset_fifo2, reset_counter;
    wire    reset_fifo1_10MHz, reset_fifo2_10MHz;
    (* direct_enable = "true" *)
    wire    enable_counter;
    wire    handshake, internal_frame_ready, internal_frame_valid;
    wire    internal_fifo1_rden, fifo1_rden, fifo1_empty;
    wire    result_fifo1_ready, result_fifo1_valid;
    wire    internal_fifo2_rden, fifo2_rden, fifo2_empty;
    wire    result_fifo2_ready, result_fifo2_valid;
    wire    bram_wren;
    reg     frame1_data_selector;
    wire    [6:0]   bram_rd_addr, bram_wr_addr;
    wire    [31:0]  bram_dout, fifo1_dout, fifo2_dout, result_fifo1_dout, result_fifo2_dout;
    reg     [6:0]   frame_cnt;
    assign reset_fifo1          = ~in_fifo1_open & ~in_afifo_open;
    assign reset_fifo2          = ~in_fifo2_open & ~in_afifo_open;
    assign reset_counter        = reset_fifo1_10MHz | reset_fifo2_10MHz;
    assign handshake            = in_frame_ready & ou_frame_valid;    
    assign ou_frame_valid       = ~reset_fifo1 & ~reset_fifo2 & result_fifo2_valid & (result_fifo1_valid | frame1_data_selector);
    assign ou_frame_last        = (frame_cnt == 127) ? 1'b1 : 1'b0;
    assign result_fifo1_ready   = ~reset_fifo1 & ~reset_fifo2 & in_frame_ready & result_fifo2_valid;
    assign result_fifo2_ready   = ~reset_fifo1 & ~reset_fifo2 & in_frame_ready & (result_fifo1_valid | frame1_data_selector);
    assign enable_counter       = handshake;
    assign bram_wr_addr         = frame_cnt;
    assign bram_rd_addr         = frame_cnt;
    assign bram_wren            = handshake;
    clock_domain_crossing #(.width(1)) reset_fifo1_signal_CDC (
        .in_destination_clock(clk_10),
        .in_data(reset_fifo1),
        .ou_data(reset_fifo1_10MHz)
    );
    clock_domain_crossing #(.width(1)) reset_fifo2_signal_CDC (
        .in_destination_clock(clk_10),
        .in_data(reset_fifo2),
        .ou_data(reset_fifo2_10MHz)
    );
    always @(posedge clk_10 or posedge reset_counter) begin
        if (reset_counter)
            frame_cnt <= 'b0;
        else if (enable_counter)
            frame_cnt <= frame_cnt + 'b1;
    end
    async_fifo_32 fifo_32_port1 (
        .rst(reset_fifo1),
        .wr_clk(clk_100),
        .rd_clk(clk_10),
        .din(in_fifo1_data),
        .wr_en(in_fifo1_wren),
        .rd_en(fifo1_rden),
        .dout(fifo1_dout),
        .full(ou_fifo1_full),
        .empty(fifo1_empty)
    );
    fifo_reader #(.width(32)) ip_read_port1 (
        .clk(clk_10 && !frame1_data_selector),
        .rst(reset_fifo1),
        .in_fifo_data(fifo1_dout),
        .in_fifo_empty(fifo1_empty),
        .ou_fifo_rden(fifo1_rden),
        .ou_result_data(result_fifo1_dout),    
        .in_result_ready(result_fifo1_ready),
        .ou_result_valid(result_fifo1_valid)
    );  
    bram_128x32 compared_frame (
        .clk(clk_10),
        .in_wren(bram_wren),
        .in_data(result_fifo1_dout),
        .in_wr_addr(bram_wr_addr),
        .in_rd_addr(bram_rd_addr),
        .ou_data(bram_dout)        
    );
    always @(posedge clk_10 or posedge reset_fifo1) begin
        if (reset_fifo1)
            frame1_data_selector <= 1'b0;
        else if (frame_cnt == 127 && handshake && !frame1_data_selector)
            frame1_data_selector <= 1'b1;
    end
    assign ou_frame1_data = (frame1_data_selector) ? bram_dout : result_fifo1_dout;
    async_fifo_32 fifo_32_port2 (
        .rst(reset_fifo2),
        .wr_clk(clk_100),
        .rd_clk(clk_10),
        .din(in_fifo2_data), 
        .wr_en(in_fifo2_wren),
        .rd_en(fifo2_rden),
        .dout(fifo2_dout),
        .full(ou_fifo2_full),
        .empty(fifo2_empty)
    );
    fifo_reader #(.width(32)) ip_read_port2 (
        .clk(clk_10),
        .rst(reset_fifo2),
        .in_fifo_data(fifo2_dout),
        .in_fifo_empty(fifo2_empty),
        .ou_fifo_rden(fifo2_rden),
        .ou_result_data(result_fifo2_dout),    
        .in_result_ready(result_fifo2_ready),
        .ou_result_valid(result_fifo2_valid)
    ); 
    assign ou_frame2_data = result_fifo2_dout;
endmodule
```
**flow/run.sh**
```bash
#!/bin/bash
# OpenROAD 26Q1-2900-gdf79404cd8, Yosys 0.63+post, stock flow scripts
make -C /OpenROAD-flow-scripts/flow DESIGN_CONFIG=/design/flow/config.mk WORK_HOME=/design/flow/orfs finish
```
**flow/config.mk**
```make
export PLATFORM = sky130hd
export DESIGN_NAME = bram_128x32
export DESIGN_NICKNAME = bram_128x32
export VERILOG_FILES = /design/flow/design.v
export SDC_FILE = /design/flow/constraint.sdc
export NUM_CORES = 4
export LEC_CHECK = 1
export CORE_UTILIZATION = 30
```
**flow/constraint.sdc**
```tcl
current_design bram_128x32

set clk_period 106.3
set clk_io_pct 0.2

create_clock -name clk0 -period $clk_period [get_ports {clk}]

set non_clock_inputs [all_inputs -no_clocks]
set_input_delay [expr $clk_period * $clk_io_pct] -clock clk0 $non_clock_inputs
set_output_delay [expr $clk_period * $clk_io_pct] -clock clk0 [all_outputs]
```
==> datasheet_impl.txt <==
Physical design parameters

Parameter                              Value

Yosys
  Yosys Chip Area .................. 157000 µm²
  Number of library cell types mapped by synthesis .................. 75
  Post-synth EDFFs .................. 4096
  Cell total in the yosys stat output .................. 8922
  Total of warnings raised by yosys .................. 1
  Seq cells post-synth .................. 4096
  Total standard cell area after synthesis .................. 157000 µm²
  Cell count after synthesis .................. 8922
  Dominant Register Cell .................. edfxtp_1
  Sequential area share after synthesis .................. 78.5%
  Per-instance average area after synthesis .................. 17.6 µm²
  Asr flop ratio synth .................. 0%

Critical path
  Worst setup path category .................. input port to output pin
  Largest driver fanout on the critical path .................. 42
  Endpoint kind of the worst setup timing path .................. output pin
  Critical path arrival .................. 28.02 ns
  Data required time of the worst path .................. 85.04 ns
  Category of the worst setup path launch point .................. input port

Pwr
  Switching power summed over all nets .................. 0.784 mW
  Leak pwr .................. 54.9 nW
  Sequential group share of total power .................. 52.1%
  Power per standard cell area .................. 18.9 nW/µm²
  Fraction of power consumed by combinational cells .................. 6.4%
  Worst VDD drop .................. 0.0000141 V
  Share of total power in the clock network .................. 41.4%
  Internal cell power .................. 2.64 mW
  Proportion of total power due to net switching .................. 22.9%

Drt
  ANT nets after route .................. 0
  DR iter-0 viols .................. 7620
  Total wire length after detailed routing .................. 553 mm
  Post-route met1 wirelength .................. 162 mm
  Post-detailed-route via-to-cell ratio .................. 5.60
  Routed wire per std cell .................. 33.3 µm
  Remaining routing DRC violations .................. 0
  Met3 wire len .................. 120 mm
  Highest signal layer in the routed design .................. met5
  DR WL met2 .................. 236 mm
  Count of TritonRoute iterations in the first routing pass .................. 8
  Vias after detailed routing .................. 93000

Placement
  Post-placement setup slack .................. 57.20 ns
  Final estimated routing congestion in global placement .................. 0.960
  Cell area after placement .................. 168000 µm²
  Estimated wirelength of the detail-placed design .................. 331 mm
  Placed Cells .................. 15700
  Port Buf Inserts .................. 72

STA
  Number of pins exceeding their max-slew limit in the final report .................. 0
  Final period utilization .................. 46.4%
  Final-report hold violation count .................. 0
  Unrepaired setup endpoints after global routing .................. no
  Min Clock Period, post-route .................. 49.28 ns
  Pin slew with the least headroom to its limit .................. 1.22 ns
  Setup Viol. Count Final .................. 0
  Worst Setup Slack, final .................. 57.02 ns
  Post-route setup TNS .................. 0 ns
  Max transition margin .................. 18.9%
  Max Clk Rate .................. 20.3 MHz

Global routing
  Largest net degree at the start of global routing .................. 95
  Global-route congestion overflow total .................. 0
  Vias in the first global route .................. 95600
  Aggregate global-route resource usage .................. 22.1%
  Global-route wire length before repair .................. 760 mm
  Number of antenna violations at the first check in global routing .................. 51

Clock tree
  Clock transition at the registers of the reported paths .................. 0.06 ns
  Post-CTS resize count .................. 0
  CTS tree .................. yes
  CTS hold repair buffers .................. 0
  Clk buf depth .................. 4
  Clock Sink Count .................. 4096
  Number of H-tree levels .................. 5
  Clock root buffer .................. clkbuf_16
  Setup repair bufs after CTS .................. 0
  Number of buffers added by the clock tree synthesis step .................. 420

Floorplanning
  Fp_density .................. 30.1%
  Core outline area .................. 520000 µm²
  Chip Footprint .................. 525000 µm²
  Cell Rows .................. 265
  I/O pin total .................. 80
  Die Y-Extent .................. 725 µm
  Die boundary width .................. 725 µm

Layout
  Largest registers in the final layout .................. mem x4096
  Most frequent cells in the layout .................. edfxtp_1, a221oi_1, buf_4
  Largest reg by FF count .................. mem
  Final std cells w/o fill .................. 16600
  Area growth from synthesis to final layout .................. 15.9%
  Fraction of layout cells with a size suffix above 1 .................. 17.4%
  Commonest non-fill, non-tap cell in the layout .................. edfxtp_1
  Final core utilization .................. 34.9%
  Flip-flop count of the largest register, all copies and words added .................. 4096
  Final design instance area without fill .................. 181000 µm²

Hold path
  Tightest Hold Check Type .................. input port to flop
  Number of cells traversed by the worst hold path .................. 1
  Min-Delay Startpoint .................. in_data[21]
  Hold endpoint .................. mem[59][21]

Run
  Max-cap check violation count .................. 0
  Number of warnings in the stage logs .................. 33

Outcome
  Result of the run .................. finished, final reports clean
## worst max-delay path, cell delays in order
cell and delay (ns):
buf_8 0.34, buf_4 0.53, nor2b_4 0.47, buf_4 0.52, buf_4 0.60, buf_4 0.47, buf_4 0.55, buf_4 0.58
a221oi_1 0.16, o22ai_1 0.51, a22oi_1 0.47, o2111ai_1 0.24, or4_1 0.54, clkdlybuf4s50_1 0.58
## power groups by stage
stage | sequential [mW] | clock, mW | combinational (mW)
4_1_cts | 1.78 | 1.43 | 0.213
6_report | 1.78 | 1.42 | 0.220
5_1_grt | 1.78 | 1.49 | 0.229
## layout make-up
class                      count  area (µm²)
timing repair buffer         593        4690
tap                         6942        8690
multi-input combinational   4092       31700
clock buffer                 544       11200
fill                       47900      339000
sequential                  4096      123000
inverter                       7        51.3
antenna                      119         298
clock inverter               222        1940
## worst max path at each step
| stage | to | cells past startpoint | start |
|---|---|---|---|
| 4_1_cts | ou_data[9] | 13 | in_wr_addr[0] |
| 5_1_grt | ou_data[9] | 14 | in_wr_addr[0] |
| 6_report | ou_data[18] | 14 | in_wr_addr[0] |
## through the flow
step                      hold slack, ns  power, mW
after floorplan                    21.36       1.91
after global placement             21.60       2.03
after detailed placement           21.60       2.03
after CTS                          20.57       3.43
after global routing               20.61       3.50
final                              20.61       3.42
## cells by family after synthesis
group	Yosys count	share of synthesized area, %
compound gates	2731	12.9
flops	4096	78.5
buf+inv	734	2.03
mux	476	3.82
simple gates	885	2.74
## synth_stat cells, types with 16 or more instances
cell       number  area, µm²
a211o_1        19        166
a211oi_1       43        323
a21oi_1       425       2130
a221o_1        64        641
a221oi_1      847       7420
a222oi_1       44        440
a22o_1         43        377
a22oi_1       468       3510
a31oi_1        21        131
buf_1         135        507
buf_2         239       1200
buf_4          26        195
clkbuf_1      324       1220
edfxtp_1     4096     123000
mux2_2        277       3120
mux2i_1       127       1270
mux4_2         70       1580
nand2_1       241        905
nand2b_1       22        138
nand3_1        27        135
nand3b_1       31        233
nor2_1        290       1090
nor2b_1       108        676
nor3_1         43        215
o2111ai_1      17        149
o211ai_1       17        128
o21ai_0       324       1620
o221ai_1       49        429
o22a_1         31        272
o22ai_1       170       1060
o2bb2ai_1      25        219
or2_2          16        100
## routing by layer
metal	up-vias	GRT usage, %
met2	7335	30.4
met5	-	6.72
met3	1233	21.4
met4	97	9.43
li1	38200	-
met1	46100	21.6
Power is estimated from default activity; no workload was simulated.
